**./design.v**
```verilog
module Fixed_Prio(
    input  [1:0] addr_i,
    input  [1:0] din,
    input  [1:0] frame_i,
    input  [1:0] valid_i,
    output reg  [1:0] dout,
    output reg [1:0] frame_o,
    output reg [1:0] valid_o
);
   reg  [1:0] dout;
   reg [1:0] frame_o;
   reg [1:0] valid_o;
    always @(*) begin
        case (addr_i)
            2'b00:
            begin
                frame_o[0] = frame_i[0];
                frame_o[1] = frame_i[1];
                valid_o[0] = valid_i[0];
                valid_o[1] = valid_i[1];
                dout[0] = (!valid_i[0] && !frame_i[0]) ? din[0] : 1'bz;
                dout[1] = (!valid_i[1] && !frame_i[1]) ? din[1] : 1'bz;
            end
            2'b10:
            begin
                frame_o[0] <= frame_i[1];
                frame_o[1] <= frame_i[0];
                valid_o[0] <= valid_i[1];
                valid_o[1] <= valid_i[0];
                dout[0] <= (!valid_i[1] && !frame_i[1]) ? din[1] : 1'bz;
                dout[1] <= (!valid_i[0] && !frame_i[0]) ? din[0] : 1'bz;
            end
            2'b01:
            begin
                frame_o[0]<= frame_i[0];
                frame_o[1]<= frame_i[1];
                valid_o[0]<= valid_i[0];
                valid_o[1]<= valid_i[1];
                dout[0] = (!valid_i[0] && !frame_i[0]) ? din[0] : 1'bz;
                dout[1] = (!valid_i[1] && !frame_i[1]) ? din[1] : 1'bz;
            end
            2'b11:
            begin
                frame_o[0] <= frame_i[1];
                frame_o[1] <= frame_i[0];
                valid_o[0] <= valid_i[1];
                valid_o[1] <= valid_i[0];
                dout[0] = (!valid_i[1] && !frame_i[1]) ? din[1] : 1'bz;
                dout[1] = (!valid_i[0] && !frame_i[0]) ? din[0] : 1'bz;
            end
        endcase
    end
endmodule
`timescale 1ns/1ps
module router(
    input  clk,
    input  reset_n,
    input [1:0] din,
    input [1:0] frame_n,
    input [1:0] valid_n,
    output [1:0] dout,
    output [1:0] frameo_n,
    output [1:0] valido_n
);
    reg [1:0] dout, frameo_n,valido_n;
    reg pre_frame0, pre_frame1;
    wire [1:0] o,f,v;
    reg [1:0] addr;
    always @(posedge clk ) begin
        if (~reset_n) begin
            addr = 2'bz;
        end
        else begin
            if (frame_n[0] != pre_frame0) 
                addr[0] = din[0];
            else pre_frame0 = frame_n[0];
            if (frame_n[1] != pre_frame1) addr[1] = din[1];
            else pre_frame1 = frame_n[1];       
        end
        dout = o;
        frameo_n = f;
        valido_n = v;
    end
    Fixed_Prio Fixed_Prio_instance(
        .addr_i(addr),
        .din(din),
        .frame_i(frame_n),
        .valid_i(valid_n),
        .dout(o),
        .frame_o(f),
        .valid_o(v)
    );
endmodule
```
**./run.sh**
```bash
#!/bin/bash
# OpenROAD 26Q1-2900-gdf79404cd8, Yosys 0.63+post, stock flow scripts
make -C /OpenROAD-flow-scripts/flow DESIGN_CONFIG=/design/flow/config.mk WORK_HOME=/design/flow/orfs finish
```
**./config.mk**
```make
export PLATFORM = sky130hd
export DESIGN_NAME = router
export DESIGN_NICKNAME = router
export VERILOG_FILES = /design/flow/design.v
export SDC_FILE = /design/flow/constraint.sdc
export NUM_CORES = 4
export LEC_CHECK = 1
export CORE_AREA = 10 10 70 70
export DIE_AREA = 0 0 80 80
```
**./constraint.sdc**
```tcl
current_design router

set clk_period 1.1
set clk_io_pct 0.2

create_clock -name clk0 -period $clk_period [get_ports {clk}]

set non_clock_inputs [all_inputs -no_clocks]
set_input_delay [expr $clk_period * $clk_io_pct] -clock clk0 $non_clock_inputs
set_output_delay [expr $clk_period * $clk_io_pct] -clock clk0 [all_outputs]
```
==> metrics.cfg <==
[status]
status=finished clean

[clock_tree]
cts_buffer_depth=2
cts_tree=yes
root_buffer=clkbuf_4
clock_latency_ns=0.25
cts_buffers=3
clk_pin_slew_ns=0.05
clock_sinks=8
postCtsSetupBuffers=0
htree_num_levels=1

[floorplan]
die_w_um=80
fp_util_pct=8.79
ios=14
dieArea_sq_um=6400
core_sq_um=3420
rows=21
fp.dieH_um=80

[placed_design]
place_inst=76
numPortBuffers=13
gp_congestion=0.690
placed_cell_area_sq_um=477
dp_worst_setup_slack_ns=-0.282

[layout]
post_route_cells_drive_above_1_share_pct=26.5
mostFrequentLayoutCells=dlygate4sd2_1 (7), mux2_4 (6), dfxtp_1 (6), clkdlybuf4s50_1 (6), clkbuf_4 (3)
final_common_cell=dlygate4sd2_1
postLayoutCoreUtil_pct=14.5
area_growth_pct=64.6
final_area_sq_um=494
fin_cells=80

[routing]
routed-wl-met2_um=316
drt_iter0_drc=10
avgViaCountPerCell=2.36
routed-wl-met3_um=95
firstDrtPassIters=2
drc_errors=0
ant_nets=0
wirelength_um=589
drt-met1-wl_um=176
topRoutingLayerUsed=met3
diodes=0
wl_per_cell_um=7.36
vias=189

[timing]
worstMarginPinSlew_ns=0.354
hold_viol=0
setup_violations=0
holdWs_ns=0.386
rsz0062_at_grt=no
fmax_mhz=979
setup_ws_ns=0.0786
finalClockPeriodUsage_pct=92.9
min_period_ns=1.02
setup_tns_ns=0
finalMaxSlewViolations=0
fin_skew_ns=0.00744
slew_headroom_pct=76.4

[synthesis]
yosys_cells=18
netlist_area_sq_um=300
ys_types=7
ys.flops=8
avgSynthCellArea_sq_um=16.7
syn_inst=18
synth-seq-area-share_pct=60.0
ys_chip_area_sq_um=300
ys_warn_count=11

[worst_setup_path]
cp.required_ns=1.07
worstPathArrival_ns=0.99
path_max_fanout=2
startpoint_type=flip-flop
r2r_cells=2
rrSetupSlack_ns=0.08
path_class=flip-flop to flip-flop
r2r-start=pre_frame1$_DFFE_PP_
r2r-end=pre_frame1$_DFFE_PP_
end_kind=flip-flop

[power_and_ir_drop]
peakVddDrop_v=0.000297
power_uw=662
p_leak_nw=0.202
powerDensity_nw_per_um2=1340

[global_routing]
antenna_found_initial=0
track_usage_pct=1.74
grt_pass1_vias=187
grt_max_degree=7
grt_overflow_total=0
grt_first_pass_wirelength_um=862

[min_path]
hold_path.class=input port to flip-flop
hold_depth=1
min-delay-start=frame_n[1]
min_delay_worst_endpoint=pre_frame1$_DFFE_PP_

[job]
warnings=25
max-cap-violations=0

[power breakdown]
group	switching [mW]	leakage [nW]	internal, mW
sequential	0.0134	0.0702	0.329
combinational	0.0177	0.116	0.0743
clock	0.0900	0.0150	0.138
total	0.121	0.202	0.541
[synthesized netlist by cell type (all sizes together)]
cell type  number  area (sq um)
nand2           1          3.75
buf             1          11.3
mux2            6          90.1
and2            1          6.26
dfxtp           6           120
xnor2           1          8.76
edfxtp          2          60.1
[critical path: stages, from the launching register on]
cell	delay, ns
edfxtp_1	0.38
xnor2_1	0.21
and2_1	0.16
[state kept, by name, indices dropped and copies added, names as in the netlist]
register / cells
valido_n: 2
pre_frame1: 1
frameo_n: 2
addr: 1
dout: 2
[layer usage]
layer	vias up	global-route usage, %
li1	93	-
met1	87	1.28
met2	9	3.13
met3	0	1.48
met4	0	0.704
met5	-	0
[cells by family after synthesis]
family,count (synthesis),synth area share (%)
xor gates and xnor gates,1,2.92
buffers and inverters,1,3.75
DFF,8,60.0
muxes,6,30.0
and+or+nand+nor,2,3.33
[layout make-up]
class,instances,area [sq um]
Tap cell,46,57.6
Fill cell,381,2920
Timing Repair Buffer,13,121
Multi-Input combinational cell,9,109
Clock buffer,4,26.3
Sequential cell,8,180
[timing repair]
action	4_1_cts	5_1_grt
hold buffers	0	0
setup endpoints to repair	7	0
resized	7	0
[worst max-delay path by stage]
stage,end,cells past startpoint,slack (ns),from
CTS,pre_frame1$_DFFE_PP_,2,0.08,pre_frame1$_DFFE_PP_
global route,pre_frame1$_DFFE_PP_,2,0.01,pre_frame1$_DFFE_PP_
finish,pre_frame1$_DFFE_PP_,2,0.08,pre_frame1$_DFFE_PP_
Power figures rest on the tool's default switching activity, not on a simulated workload.
